==> design/flow/config.mk <==
export PLATFORM = sky130hd
export DESIGN_NAME = DRAM_Addr_Gen
export DESIGN_NICKNAME = DRAM_Addr_Gen
export VERILOG_FILES = /design/flow/design.v
export SDC_FILE = /design/flow/constraint.sdc
export NUM_CORES = 4
export LEC_CHECK = 1
export CORE_AREA = 10 10 287 287
export DIE_AREA = 0 0 297 297
==> design/flow/constraint.sdc <==
current_design DRAM_Addr_Gen

set clk_period 17.3
set clk_io_pct 0.2

create_clock -name clk0 -period $clk_period [get_ports {clk}]

set non_clock_inputs [all_inputs -no_clocks]
set_input_delay [expr $clk_period * $clk_io_pct] -clock clk0 $non_clock_inputs
set_output_delay [expr $clk_period * $clk_io_pct] -clock clk0 [all_outputs]
==> design/flow/design.v <==
`timescale 1ns / 1ns
module Arbitor(
	input					clk,
	input 				rst_n,
	input             enable,
	input  [7:0]		input_mask,
	output [7:0]		output_mask,
	output reg [3:0]	board_sel
);
	wire [7:0]		update_priority_list;
	reg [7:0] 		arbitor;
	assign update_priority_list = (~arbitor) & input_mask;		 
	assign output_mask = arbitor;				
	always@(posedge clk)
		begin
		if(!rst_n) arbitor <= 8'd0;
		else if (enable) arbitor <= (~update_priority_list + 1'b1) & update_priority_list;
		else arbitor <= arbitor;
		end
	always@(*)
		begin
		if(!rst_n)
			board_sel <= 8;
		else
			begin
			case(arbitor)
				8'b00000000: board_sel <= 8;		 
				8'b00000001: board_sel <= 0;
				8'b00000010: board_sel <= 1;
				8'b00000100: board_sel <= 2;
				8'b00001000: board_sel <= 3;
				8'b00010000: board_sel <= 4;
				8'b00100000: board_sel <= 5;
				8'b01000000: board_sel <= 6;
				8'b10000000: board_sel <= 7;
				default: board_sel <= 8;		 
			endcase
			end
		end
endmodule
`timescale 1ns / 1ns
module DRAM_Addr_Gen(
	input					 clk,
	input 			    rst_n,
	input [15:0]       triggering_time_stamp,  
	input 			    triggering_status,	    
	input	 [7:0]	    BRAM_ready_mask,			 
	input  [255:0]     BRAM_rd_data,				 
	output reg [7:0]	 BRAM_rd_request,		    
	output [2:0]		 BRAM_Sel,					 
	input              DRAM_Wait_Request,
	output reg         DRAM_Write_Enable,
	output reg         DRAM_Write_Burst_Begin,
	output reg [4:0]   DRAM_Write_Burst_Count,
	output reg [24:0]  DRAM_Write_Addr,			 
	output reg [255:0] DRAM_Write_Data,
	output reg		    MASK_output,
	output [BOARDS_X_OFFSETS-1:0] channel_offsets
);
	parameter CHANNEL_OFFSET_LEN = 14;
	parameter NUM_BOARDS = 8;
	parameter BOARDS_X_OFFSETS = CHANNEL_OFFSET_LEN * NUM_BOARDS;
	assign channel_offsets = {prev_in_channel_offset[7], prev_in_channel_offset[6], prev_in_channel_offset[5], prev_in_channel_offset[4], prev_in_channel_offset[3], prev_in_channel_offset[2], prev_in_channel_offset[1], prev_in_channel_offset[0]};
	parameter ARBITRATION     = 3'b000;
	parameter READFIRSTDATA   = 3'b001;
	parameter DRAMWRITE       = 3'b010;
	parameter WAIT 			  = 3'b011;
	reg [2:0]  state;
	wire [3:0] board_sel;					 
	assign BRAM_Sel = board_sel[2:0];
	reg [6:0] channel_sel;
	reg [13:0] in_channel_offset;
	reg [13:0] prev_in_channel_offset [0:7];											 
	always@(posedge clk)
		begin
		if(!rst_n)
			in_channel_offset <= 14'd0;
		else
			in_channel_offset <= prev_in_channel_offset[BRAM_Sel];
		end
	wire       arbitor_enable;
	wire [7:0] arbitor;
	wire [4:0] MASK_dummy_output;
	reg [7:0] DRAM_Write_Counter;
	wire DDR_trans_done;
	assign DDR_trans_done = (DRAM_Write_Counter == 8'd124)? 1'b1: 1'b0;
	reg [2:0] waiting_counter;			 
	Arbitor Arbitor(
		.clk(clk),
		.rst_n(rst_n),
		.enable(arbitor_enable),
		.input_mask(BRAM_ready_mask),
		.output_mask(arbitor),
		.board_sel(board_sel)
	);
	assign arbitor_enable = (state == ARBITRATION) ? 1'b1 : 1'b0;
	always@(posedge clk)
		if(!rst_n)
			begin
			DRAM_Write_Counter <= 8'd0;
			channel_sel <= 7'd0;
			prev_in_channel_offset[0] <= 14'd0;
			prev_in_channel_offset[1] <= 14'd0;
			prev_in_channel_offset[2] <= 14'd0;
			prev_in_channel_offset[3] <= 14'd0;
			prev_in_channel_offset[4] <= 14'd0;
			prev_in_channel_offset[5] <= 14'd0;
			prev_in_channel_offset[6] <= 14'd0;
			prev_in_channel_offset[7] <= 14'd0;
			waiting_counter <= 3'd0;				 
			state <= ARBITRATION;
			end
		else
			begin
	      case(state)
				ARBITRATION:
					begin
					DRAM_Write_Counter <= 8'd0;
					channel_sel <= 7'd0;
					waiting_counter <= 3'd0;				 
					if(BRAM_ready_mask == 8'd0)			 
						begin
						state <= ARBITRATION;
						end
					else											 
						begin
						state <= READFIRSTDATA;
						end
					end
				READFIRSTDATA:
					begin
					DRAM_Write_Counter <= 8'd0;
					channel_sel <= 7'd0;
					waiting_counter <= 3'd0;				 
					state <= DRAMWRITE;
					end
				DRAMWRITE:
					begin
					waiting_counter <= 3'd0;				 
					if(DRAM_Wait_Request) 					 
						begin
						DRAM_Write_Counter <= DRAM_Write_Counter + 1'd1;
						channel_sel <= channel_sel + 1'b1;
						end
					else
						begin
						DRAM_Write_Counter <= DRAM_Write_Counter;
						channel_sel <= channel_sel;
						end
					if((DDR_trans_done == 1'b1)&&(DRAM_Wait_Request == 1'b1))
						begin
						prev_in_channel_offset[BRAM_Sel] <= prev_in_channel_offset[BRAM_Sel] + 1'b1;
						state <= WAIT;
						end
					else
						begin
						prev_in_channel_offset[BRAM_Sel] <= prev_in_channel_offset[BRAM_Sel];
						state <= DRAMWRITE;
						end
					end
				WAIT:
					begin
					DRAM_Write_Counter <= 8'd0;
					channel_sel <= 7'd0;
					waiting_counter <= waiting_counter + 1'b1;				 
					if(waiting_counter > 2)
						state <= ARBITRATION;
					else
						state <= WAIT;
					end
			endcase
			end
	always@(*)
		begin
		if(!rst_n)
			begin
			BRAM_rd_request <= 8'd0;
			DRAM_Write_Enable <= 1'b0;
			DRAM_Write_Burst_Begin <= 1'b0;
			DRAM_Write_Burst_Count <= 5'd0;
			DRAM_Write_Addr <= 25'd0;
			DRAM_Write_Data <= 256'd0;
			end
		else
			begin
			case(state)
			ARBITRATION:
				begin
				BRAM_rd_request <= 8'd0;
				DRAM_Write_Enable <= 1'b0;
				DRAM_Write_Burst_Begin <= 1'b0;
				DRAM_Write_Burst_Count <= 5'd0;
				DRAM_Write_Addr <= 25'd0;
				DRAM_Write_Data <= 256'd0;
				end
			READFIRSTDATA:
				begin
				BRAM_rd_request <= arbitor;
				DRAM_Write_Enable <= 1'b0;
				DRAM_Write_Burst_Begin <= 1'b0;
				DRAM_Write_Burst_Count <= 5'd0;
				DRAM_Write_Addr <= 25'd0;
				DRAM_Write_Data <= 256'd0;
				end
			DRAMWRITE:
				begin
				if(DRAM_Wait_Request)
					begin
					BRAM_rd_request <= arbitor;	
					DRAM_Write_Enable <= 1'b1;
					DRAM_Write_Burst_Begin <= 1'b1;
					DRAM_Write_Burst_Count <= 5'd1;
					DRAM_Write_Addr = {1'b0, BRAM_Sel, channel_sel, in_channel_offset};
					DRAM_Write_Data <= BRAM_rd_data;
					end
				else
					begin
					BRAM_rd_request <= 8'd0;
					DRAM_Write_Enable <= 1'b0;
					DRAM_Write_Burst_Begin <= 1'b0;
					DRAM_Write_Burst_Count <= 5'd0;
					DRAM_Write_Addr <= 25'd0;
					DRAM_Write_Data <= 256'd0;
					end
				end
			WAIT:
				begin
				BRAM_rd_request <= 8'd0;
				DRAM_Write_Enable <= 1'b0;
				DRAM_Write_Burst_Begin <= 1'b0;
				DRAM_Write_Burst_Count <= 5'd0;
				DRAM_Write_Addr <= 25'd0;
				DRAM_Write_Data <= 256'd0;
				end
			endcase
			end
		end
endmodule
==> design/flow/run.sh <==
#!/bin/bash
# OpenROAD 26Q1-2900-gdf79404cd8, Yosys 0.63+post, stock flow scripts
make -C /OpenROAD-flow-scripts/flow DESIGN_CONFIG=/design/flow/config.mk WORK_HOME=/design/flow/orfs finish
==> impl_metrics.json <==
{
  "min_from": "channel_sel[6]",
  "clkLatencyLatePin_ns": 0.45,
  "area_growth_pct": 62.1,
  "coreArea_um2": 75900,
  "seq_area_um2": 8580,
  "critical_path_required_ns": 13.84,
  "pre_cts_ws_ns": 8.08,
  "rows": 101,
  "grt_pass1_wl_mm": 99.7,
  "crit_chain": "clkdlybuf4s50_1 > buf_4 > inv_1 > a211o_4 > clkinv_4 > clkdlybuf4s50_1",
  "cp.buffers_inverters": 5,
  "gp_congestion": 0.946,
  "dieArea_um2": 88200,
  "worstSetupPathType": "in -> out",
  "antenna_found_initial": 17,
  "warnings": 47,
  "grt_pass1_vias": 12500,
  "grt_use_total_pct": 16.0,
  "worst_pin_slew_ns": 0.987,
  "grt_max_degree": 114,
  "setup_viol": 0,
  "finClkSkew_ns": 0.0168,
  "intPower_w": 0.000767,
  "power_w": 0.00104,
  "drive_gt1_share_pct": 4.51,
  "wl_per_cell_um": 24.0,
  "layoutNonFillerInstCount": 2971,
  "netlist_area_um2": 13500,
  "drc": 0,
  "reg2reg_to": "prev_in_channel_offset[4][12]",
  "clk_path_buf_depth": 2,
  "unclocked_regs": 289,
  "edf_count": 112,
  "ys_warn_count": 3,
  "regToRegSetupSlack_ns": 12.39,
  "critPathLaunchType": "primary input",
  "synthCells": 1274,
  "r2r_cells": 14,
  "hold_class": "reg -> reg",
  "initial_core_util_pct": 17.8,
  "hold_buffers": 0,
  "via_per_inst": 4.05,
  "holdPathStages": 2,
  "filler_cell_count": 7761,
  "dp_cells": 2928,
  "crit_fanout": 35,
  "seqPwrFrac_pct": 44.9,
  "numCtsBuffers": 17,
  "grt-ovfl-total": 0,
  "ys_area_um2": 13500,
  "critPathArrivalTime_ns": 5.78,
  "powerDensity_nw_per_um2": 47.5,
  "vdd_ir_drop_max_uv": 69.4,
  "cts_htree_levels": 4,
  "combGateArea_um2": 4570,
  "switching_share_pct": 26.5,
  "vias": 12000,
  "ff_type": "dlxtn_1",
  "rr_startpoint": "Arbitor.arbitor[7]",
  "hold_violations": 0,
  "syn_area_per_cell_um2": 10.6,
  "holdWs_ns": 0.490,
  "fmax_mhz": 108,
  "p_leak_nw": 8.37,
  "whs_endpoint": "channel_sel[6]",
  "p_sw_w": 0.000276,
  "clkTransAtPathRegs_ns": 0.07,
  "post_cts_resize_count": 0,
  "wl_mm": 71.2,
  "drtIter0Drc": 640,
  "max_stage_delay_ns": 0.55,
  "ant_nets": 0,
  "untimed_endpoints": 580,
  "finalWorstSetupSlack_ns": 8.06,
  "relSlewSlack_pct": 33.6,
  "power_frac_clock_pct": 35.4,
  "mostFrequentLayoutCells": "clkdlybuf4s50_1, dlxtn_1, and2_1",
  "io_buffers": 672,
  "cts_root_buffer": "clkbuf_16",
  "cts_tree": "done",
  "detailed_place_hpwl_mm": 59.1,
  "dr.pass1.iters": 5,
  "async_reset_ff_share_pct": 0,
  "die_height_um": 297,
  "rsz0062_at_grt": "no",
  "cts_setup_buffers": 0,
  "pwr-share-comb_pct": 19.7,
  "io_pins": 696,
  "ys_ff": 445,
  "post-route-min-period_ns": 9.24,
  "cpLargestDelayFamily": "buffers and inverters",
  "tns_ns": 0,
  "crit_slowest_cell": "clkdlybuf4s50_1",
  "layout.cells.most_common": "clkdlybuf4s50_1",
  "synth.distinct_cells": 76,
  "path_common_cell": "clkdlybuf4s50_1",
  "slew_viol_final": 0,
  "maxCapViolations": 0,
  "die_x_um": 297,
  "status": "completed",
  "post-route-period-util_pct": 53.4,
  "ys_cells": 1274,
  "end_kind": "output pin"
}
[tightest hold or removal path: cells and delay by family (launching register included)]
family	cells	cell delay (ns)
AOI/OAI and AO/OA	2	0.13
DFF	1	0.32
[layer usage]
layer	vias to the layer above	track usage [%]	part of all wire [%]	wire, um
met2	660	26.7	50	35300
met3	66	7.08	11	7790
met5	-	0	0.038	27
li1	5453	-	-	-
met1	5844	18.6	37	26400
met4	4	4.19	2.4	1700
[cell usage after synthesis, types with 6 or more instances]
master	number	area, um2
nand4_1	6	37.5
clkbuf_1	50	188
dlxtn_1	289	4340
mux2i_1	29	290
nand2b_1	6	37.5
ha_1	6	75.1
and2_1	289	1810
dfxtp_1	44	881
inv_1	15	56.3
xnor2_1	8	70.1
a32oi_1	6	52.6
nor3_1	7	35.0
nand2_1	58	218
edfxtp_1	112	3360
and3_1	6	37.5
xor2_1	10	87.6
nand3_1	17	85.1
buf_4	10	75.1
o21ai_0	10	50.1
nor2_1	160	601
a21oi_1	20	100
nor2_2	8	50.1
[how the worst max path moves through the flow]
| stage | from | endpoint | cells after the start |
|---|---|---|---|
| final | rst_n | BRAM_Sel[0] | 6 |
| after global routing | rst_n | BRAM_Sel[1] | 7 |
| after CTS | rst_n | BRAM_Sel[0] | 6 |
[power groups by stage]
stage	Clock [W]	Sequential, W	Combinational (W)
after global routing	0.000390	0.000471	0.000221
final	0.000369	0.000469	0.000205
after CTS	0.000374	0.000469	0.000208
[registers in the layout, summed over array words and instances, names as in the netlist]
signal and flops:
DRAM_Write_Addr 24, state 4, prev_in_channel_offset 112, Arbitor.arbitor 8, BRAM_rd_request 8, in_channel_offset 14
DRAM_Write_Data 256, channel_sel 7, DRAM_Write_Counter 8, DRAM_Write_Burst_Count 1, waiting_counter 3
[area by class of cell]
class                   count  share of cell area, %
clock inverters            14                  0.615
multi-input cells         747                   20.8
repair buffers            690                   31.3
well taps                1030                   5.87
diodes                     12                  0.137
inverters                  16                  0.296
clock buffers              17                   1.94
flip-flops and latches    445                   39.1
[cell families after synthesis]
logic type | synth area share (%)
AND-OR/OR-AND | 4.31
XOR/XNOR | 1.97
adder cells (fa/ha/maj) | 0.554
buffers and inverters | 3.09
flip-flops | 31.3
latches | 32.0
multiplexers | 2.64
other | 0.0277
AND/OR/NAND/NOR | 24.0
[through the flow]
stage          area (um2)  util, %
5_1_grt             21900     28.9
4_1_cts             21900     28.9
6_report            22000     28.9
3_3_place_gp        21400     28.1
2_1_floorplan       13600        -
3_5_place_dp        21400     28.1
Power is estimated from default activity; no workload was simulated.
