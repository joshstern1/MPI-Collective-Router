==> flow/design.v <==
`timescale 1ns / 1ns
module reduction_tree#(
    parameter FAN_IN = 6,	 
	 parameter ValidBitPos = 81,
	 parameter lg_numprocs = 3
)
(
    input clk,
    input rst,
    input [FlitChildWidth * FAN_IN  - 1 : 0] in,
    input [FAN_IN - 1 : 0] in_valid,
    output [FlitChildWidth-1:0] out,
    output  out_valid,
	 output [ROUTE_LEN - 1 : 0] selector
);
	 localparam num_procs = 1 << lg_numprocs;
	 localparam FlitWidth = ValidBitPos + 1;
	 localparam ChildrenWidth=lg_numprocs;	 
	 localparam FlitChildWidth = FlitWidth+ChildrenWidth;
	 localparam ROUTE_LEN = 3;
	 assign selector = (in_valid[0])? 0 : (in_valid[1])? 1 : (in_valid[2])? 2 : (in_valid[3])? 3 : (in_valid[4])? 4 : 5;
	 assign out_valid = ((in_valid>0) && (!rst))? in_valid[selector] : 1'b0;
	 assign out = ((in_valid>0) && (!rst))? in[selector*FlitChildWidth+: FlitChildWidth] : 0;
endmodule
`timescale 1ns / 1ns
module switch#(
    parameter M_IN = PORT_NUM,				 
	 parameter ValidBitPos = 81,
	 parameter lg_numprocs = 3
)
(
    input clk,
    input rst,
    input [M_IN*FlitChildWidth-1:0] in,	
    input [M_IN * ROUTE_LEN - 1 : 0] route_in,
    input [M_IN - 1 : 0] in_valid,
	 input [M_IN - 1 : 0] out_avail,
    output [M_IN - 1 : 0] in_avail,
    output [M_IN - 1 : 0] out_valid,
    output [M_IN*FlitChildWidth-1:0] out   
);
	 localparam num_procs = 1 << lg_numprocs;
	 localparam FlitWidth = ValidBitPos + 1;
	 localparam ChildrenWidth=lg_numprocs;
	 localparam FlitChildWidth = FlitWidth+ChildrenWidth;
	 localparam ROUTE_LEN = 3;
	 localparam PORT_NUM = 6;
	 localparam DIR_XPOS=3'd1;
	 localparam DIR_YPOS=3'd2;
	 localparam DIR_ZPOS=3'd3;
	 localparam DIR_XNEG=3'd4;
	 localparam DIR_YNEG=3'd5;
	 localparam DIR_ZNEG=3'd6;
    wire [M_IN - 1 : 0] xpos_in_valid;
    wire [M_IN - 1 : 0] ypos_in_valid;
    wire [M_IN - 1 : 0] zpos_in_valid;
    wire [M_IN - 1 : 0] xneg_in_valid;
    wire [M_IN - 1 : 0] yneg_in_valid;
    wire [M_IN - 1 : 0] zneg_in_valid;
    genvar i;
    generate 
        for(i = 0; i < M_IN; i = i + 1) begin: dst_checker
            assign xpos_in_valid[i] = route_in[i * ROUTE_LEN + ROUTE_LEN - 1 : i * ROUTE_LEN] == DIR_XPOS;
            assign ypos_in_valid[i] = route_in[i * ROUTE_LEN + ROUTE_LEN - 1 : i * ROUTE_LEN] == DIR_YPOS;
            assign zpos_in_valid[i] = route_in[i * ROUTE_LEN + ROUTE_LEN - 1 : i * ROUTE_LEN] == DIR_ZPOS;
            assign xneg_in_valid[i] = route_in[i * ROUTE_LEN + ROUTE_LEN - 1 : i * ROUTE_LEN] == DIR_XNEG;
            assign yneg_in_valid[i] = route_in[i * ROUTE_LEN + ROUTE_LEN - 1 : i * ROUTE_LEN] == DIR_YNEG;
            assign zneg_in_valid[i] = route_in[i * ROUTE_LEN + ROUTE_LEN - 1 : i * ROUTE_LEN] == DIR_ZNEG;
        end
    endgenerate
	wire [ROUTE_LEN - 1 : 0] out_xpos_selector;
	wire [ROUTE_LEN - 1 : 0] out_ypos_selector;
	wire [ROUTE_LEN - 1 : 0] out_zpos_selector;
	wire [ROUTE_LEN - 1 : 0] out_xneg_selector;
	wire [ROUTE_LEN - 1 : 0] out_yneg_selector;
	wire [ROUTE_LEN - 1 : 0] out_zneg_selector;
    reduction_tree#(
        .FAN_IN(M_IN),
		  .ValidBitPos(ValidBitPos),
		  .lg_numprocs(lg_numprocs)
    )xpos_reduction(
        .clk(clk),
        .rst(rst),
        .in(in),
        .in_valid(in_valid & xpos_in_valid),
        .out_valid(out_valid[0]),
        .out(out[FlitChildWidth-1:0]),
		  .selector(out_xpos_selector)
    );
    reduction_tree#(
        .FAN_IN(M_IN),
		  .ValidBitPos(ValidBitPos),
		  .lg_numprocs(lg_numprocs)
    )ypos_reduction(
        .clk(clk),
        .rst(rst),
        .in(in),
        .in_valid(in_valid & ypos_in_valid),
        .out_valid(out_valid[1]),
        .out(out[2*FlitChildWidth-1:FlitChildWidth]),
		  .selector(out_ypos_selector)
    );	
    reduction_tree#(
        .FAN_IN(M_IN),
		  .ValidBitPos(ValidBitPos),
		  .lg_numprocs(lg_numprocs)
    )zpos_reduction(
        .clk(clk),
        .rst(rst),
        .in(in),
        .in_valid(in_valid & zpos_in_valid),
        .out_valid(out_valid[2]),
        .out(out[3*FlitChildWidth-1:2*FlitChildWidth]),
		  .selector(out_zpos_selector)
    );	 
	 reduction_tree#(
        .FAN_IN(M_IN),
		  .ValidBitPos(ValidBitPos),
		  .lg_numprocs(lg_numprocs)
    )xneg_reduction(
        .clk(clk),
        .rst(rst),
        .in(in),
        .in_valid(in_valid & xneg_in_valid),
        .out_valid(out_valid[3]),
        .out(out[4*FlitChildWidth-1:3*FlitChildWidth]),
		  .selector(out_xneg_selector)
    );	
    reduction_tree#(
        .FAN_IN(M_IN),
		  .ValidBitPos(ValidBitPos),
		  .lg_numprocs(lg_numprocs)
    )yneg_reduction(
        .clk(clk),
        .rst(rst),
        .in(in),
        .in_valid(in_valid & yneg_in_valid),
        .out_valid(out_valid[4]),
        .out(out[5*FlitChildWidth-1:4*FlitChildWidth]),
		  .selector(out_yneg_selector)
    );	 	 
    reduction_tree#(
        .FAN_IN(M_IN),
		  .ValidBitPos(ValidBitPos),
		  .lg_numprocs(lg_numprocs)
    )zneg_reduction(
        .clk(clk),
        .rst(rst),
        .in(in),
        .in_valid(in_valid & zneg_in_valid),
        .out_valid(out_valid[5]),
        .out(out[6*FlitChildWidth-1:5*FlitChildWidth]),
		  .selector(out_zneg_selector)
    );	
	 reg [ROUTE_LEN - 1 : 0] in_xpos_selector;
    reg [ROUTE_LEN - 1 : 0] in_ypos_selector;
	 reg [ROUTE_LEN - 1 : 0] in_zpos_selector;
    reg [ROUTE_LEN - 1 : 0] in_xneg_selector;
	 reg [ROUTE_LEN - 1 : 0] in_yneg_selector;
    reg [ROUTE_LEN - 1 : 0] in_zneg_selector;
	 reg new_out_avail_xpos;
    reg new_out_avail_ypos;
	 reg new_out_avail_zpos;
	 reg new_out_avail_xneg;
	 reg new_out_avail_yneg;
	 reg new_out_avail_zneg;
	 always @(*)begin
		case(route_in[ROUTE_LEN - 1 : 0])
			DIR_XPOS:	begin
							in_xpos_selector = out_xpos_selector;
							new_out_avail_xpos = out_avail[0];
							end
			DIR_YPOS:	begin
							in_xpos_selector = out_ypos_selector;	
							new_out_avail_xpos = out_avail[1];	
							end
			DIR_ZPOS:	begin
							in_xpos_selector = out_zpos_selector;
							new_out_avail_xpos = out_avail[2];
							end
			DIR_XNEG:	begin
							in_xpos_selector = out_xneg_selector;	
							new_out_avail_xpos = out_avail[3];		
							end
			DIR_YNEG:	begin
							in_xpos_selector = out_yneg_selector;
							new_out_avail_xpos = out_avail[4];
							end
			DIR_ZNEG:	begin
							in_xpos_selector = out_zneg_selector;	
							new_out_avail_xpos = out_avail[5];
							end
		endcase
	 end
	 always @(*)begin
		case(route_in[2*ROUTE_LEN - 1 : ROUTE_LEN])
			DIR_XPOS:	begin
							in_ypos_selector = out_xpos_selector;
							new_out_avail_ypos = out_avail[0];
							end
			DIR_YPOS:	begin
							in_ypos_selector = out_ypos_selector;	
							new_out_avail_ypos = out_avail[1];	
							end
			DIR_ZPOS:	begin
							in_ypos_selector = out_zpos_selector;
							new_out_avail_ypos = out_avail[2];
							end
			DIR_XNEG:	begin
							in_ypos_selector = out_xneg_selector;	
							new_out_avail_ypos = out_avail[3];		
							end
			DIR_YNEG:	begin
							in_ypos_selector = out_yneg_selector;
							new_out_avail_ypos = out_avail[4];
							end
			DIR_ZNEG:	begin
							in_ypos_selector = out_zneg_selector;	
							new_out_avail_ypos = out_avail[5];
							end									
		endcase
	 end
	 always @(*)begin
		case(route_in[3*ROUTE_LEN - 1 : 2*ROUTE_LEN])
			DIR_XPOS:	begin
							in_zpos_selector = out_xpos_selector;
							new_out_avail_zpos = out_avail[0];
							end
			DIR_YPOS:	begin
							in_zpos_selector = out_ypos_selector;	
							new_out_avail_zpos = out_avail[1];	
							end
			DIR_ZPOS:	begin
							in_zpos_selector = out_zpos_selector;
							new_out_avail_zpos = out_avail[2];
							end
			DIR_XNEG:	begin
							in_zpos_selector = out_xneg_selector;	
							new_out_avail_zpos = out_avail[3];		
							end
			DIR_YNEG:	begin
							in_zpos_selector = out_yneg_selector;
							new_out_avail_zpos = out_avail[4];
							end
			DIR_ZNEG:	begin
							in_zpos_selector = out_zneg_selector;	
							new_out_avail_zpos = out_avail[5];
							end								
		endcase
	 end
	 always @(*)begin
		case(route_in[4*ROUTE_LEN - 1 : 3*ROUTE_LEN])
			DIR_XPOS:	begin
							in_xneg_selector = out_xpos_selector;
							new_out_avail_xneg = out_avail[0];
							end
			DIR_YPOS:	begin
							in_xneg_selector = out_ypos_selector;	
							new_out_avail_xneg = out_avail[1];	
							end
			DIR_ZPOS:	begin
							in_xneg_selector = out_zpos_selector;
							new_out_avail_xneg = out_avail[2];
							end
			DIR_XNEG:	begin
							in_xneg_selector = out_xneg_selector;	
							new_out_avail_xneg = out_avail[3];		
							end
			DIR_YNEG:	begin
							in_xneg_selector = out_yneg_selector;
							new_out_avail_xneg = out_avail[4];
							end
			DIR_ZNEG:	begin
							in_xneg_selector = out_zneg_selector;	
							new_out_avail_xneg = out_avail[5];
							end								
		endcase
	 end
	 always @(*)begin
		case(route_in[5*ROUTE_LEN - 1 : 4*ROUTE_LEN])
			DIR_XPOS:	begin
							in_yneg_selector = out_xpos_selector;
							new_out_avail_yneg = out_avail[0];
							end
			DIR_YPOS:	begin
							in_yneg_selector = out_ypos_selector;	
							new_out_avail_yneg = out_avail[1];	
							end
			DIR_ZPOS:	begin
							in_yneg_selector = out_zpos_selector;
							new_out_avail_yneg = out_avail[2];
							end
			DIR_XNEG:	begin
							in_yneg_selector = out_xneg_selector;	
							new_out_avail_yneg = out_avail[3];		
							end
			DIR_YNEG:	begin
							in_yneg_selector = out_yneg_selector;
							new_out_avail_yneg = out_avail[4];
							end
			DIR_ZNEG:	begin
							in_yneg_selector = out_zneg_selector;	
							new_out_avail_yneg = out_avail[5];
							end									
		endcase
	 end
	 always @(*)begin
		case(route_in[6*ROUTE_LEN - 1 : 5*ROUTE_LEN])
			DIR_XPOS:	begin
							in_zneg_selector = out_xpos_selector;
							new_out_avail_zneg = out_avail[0];
							end
			DIR_YPOS:	begin
							in_zneg_selector = out_ypos_selector;	
							new_out_avail_zneg = out_avail[1];	
							end
			DIR_ZPOS:	begin
							in_zneg_selector = out_zpos_selector;
							new_out_avail_zneg = out_avail[2];
							end
			DIR_XNEG:	begin
							in_zneg_selector = out_xneg_selector;	
							new_out_avail_zneg = out_avail[3];		
							end
			DIR_YNEG:	begin
							in_zneg_selector = out_yneg_selector;
							new_out_avail_zneg = out_avail[4];
							end
			DIR_ZNEG:	begin
							in_zneg_selector = out_zneg_selector;	
							new_out_avail_zneg = out_avail[5];
							end									
		endcase
	 end
	 assign in_avail[0] = !(((in_xpos_selector!=0) && (in_valid[0]))||(new_out_avail_xpos));
	 assign in_avail[1] = !(((in_ypos_selector!=1) && (in_valid[1]))||(new_out_avail_ypos));
	 assign in_avail[2] = !(((in_zpos_selector!=2) && (in_valid[2]))||(new_out_avail_zpos));
	 assign in_avail[3] = !(((in_xneg_selector!=3) && (in_valid[3]))||(new_out_avail_xneg));
	 assign in_avail[4] = !(((in_yneg_selector!=4) && (in_valid[4]))||(new_out_avail_yneg));
	 assign in_avail[5] = !(((in_zneg_selector!=5) && (in_valid[5]))||(new_out_avail_zneg));
endmodule
==> flow/run.sh <==
#!/bin/bash
# OpenROAD 26Q1-2900-gdf79404cd8, Yosys 0.63+post, stock flow scripts
make -C /OpenROAD-flow-scripts/flow DESIGN_CONFIG=/design/flow/config.mk WORK_HOME=/design/flow/orfs finish
==> flow/config.mk <==
export PLATFORM = sky130hd
export DESIGN_NAME = switch
export DESIGN_NICKNAME = switch
export VERILOG_FILES = /design/flow/design.v
export SDC_FILE = /design/flow/constraint.sdc
export NUM_CORES = 4
export LEC_CHECK = 1
export CORE_AREA = 10 10 409 409
export DIE_AREA = 0 0 419 419
==> flow/constraint.sdc <==
current_design switch

set clk_period 36.6
set clk_io_pct 0.2

create_clock -name clk0 -period $clk_period

set non_clock_inputs [all_inputs -no_clocks]
set_input_delay [expr $clk_period * $clk_io_pct] -clock clk0 $non_clock_inputs
set_output_delay [expr $clk_period * $clk_io_pct] -clock clk0 [all_outputs]
==> results.toml <==
# generated from flow reports
[drt]
viasPerCell = 6.059
wl_per_cell_um = 34.10
ant_nets = 0
first_iter_violations = 5862
drt_wl_total_mm = 229.0
drc_errors = 0
first_pass_iters = 9
via_count = 40682

[finish]
final_util_pct = 24.61
nFillCells = 17113
layoutNonFillerInstCount = 6714
post_route_cells_drive_above_1_share_pct = 7.706
syn2layout_area_growth_pct = 47.05
final_area_um2 = 38980

[yosys]
ys.flops = 24
ys_area_um2 = 26510
avgSynthCellArea_um2 = 6.844
synth-edff-count = 0
ys_cells = 3873
postSynthCellCount = 3873
ys_types = 76
async_flop_share_pct = 0
ys_top_cells_by_area = "mux2i_1 (26%), a32o_1 (13%), nand2_1 (10%), o22ai_1 (8.1%), nor3_1 (5.0%)"
yosys_warnings = 1
synth_top_cell_by_area = "mux2i_1"
flop_cell = "dlxtn_1"
syn_area_um2 = 26510
netlist.area_leader.share_pct = 26.17

[floorplanning]
chipArea_um2 = 175600
coreArea_um2 = 158400
initial_core_util_pct = 16.74
num_io_pins = 1064
die_w_um = 419
die_h_um = 419
rows = 146

[grt]
grt_max_degree = 57
grt_use_total_pct = 24.51
antenna_found_initial = 46
grt_pass1_wl_mm = 310.2
overflow = 0
grt_pass1_vias = 37802

[pwr]
p_int_w = 0.0002593
power_frac_seq_pct = 0.5
switching_power_w = 0.0003378
leakage_nw = 16.28
vdd_ir_drop_max_mv = 0.006541
p_per_area_nw_per_um2 = 15.32
switching_share_pct = 56.57
power_frac_comb_pct = 99.5
clockPowerShare_pct = 0

[critical_path]
criticalPathCategory = "in -> out"
endpoint_kind = "output port"
cpMostUsedCell = "buf_4"
worstPathMaxFanout = 42
required_ns = 29.28
cp-start-kind = "input pin"
cp_cell_sequence = "clkdlybuf4s50_1, and4b_1, o21a_4, buf_4, buf_4, buf_4, mux2i_1, a32o_1, nor3_1, clkdlybuf4s50_1"
path_buffers = 5
critical-path-max-stage-delay_ns = 0.96
path_delay_family = "buffers and inverters"
arrival_ns = 12.97
crit_slowest_cell = "clkdlybuf4s50_1"

[run]
drv_cap = 0
warnings = 33

[timing]
slew_headroom_pct = 26.03
max_freq_mhz = 49.28
period_needed_ns = 20.29
slew_violations = 0
tightest_slew_ns = 1.101
final-hold-violation-count = 0
finalClockPeriodUsage_pct = 55.44
final-setup-viol-count = 0
rsz0062_at_grt = "false"
setup_tns_ns = 0
unclocked_regs = 24
untimed_endpoints = 24

[cts]
cts_resized = 0
cts_hold_buffers = 0
cts_setup_buffers = 0

[placement]
dp.cells = 6679
post_dp_cell_area_um2 = 38890
place_congestion = 1.003
io_buffers = 1063
dp_hpwl_mm = 165.4

[outcome]
outcome = "complete, no violations"

[hold_path]
hp-class = "in -> out"
-- flip-flops by register name, indices dropped and copies added (netlist names), 3 cells and up --
name	cells
in_xneg_selector	3
in_ypos_selector	3
in_yneg_selector	3
in_zpos_selector	3
in_xpos_selector	3
in_zneg_selector	3
-- power groups by stage --
stage / clock (W) / sequential (W) / combinational [W]
CTS: 0 / 0.00000278 / 0.000579
global route: 0.000000000103 / 0.00000283 / 0.000618
finish: 0.0000000000369 / 0.00000278 / 0.000594
-- cell families after synthesis --
family          share of synthesized area, %
mux                                    30.38
latches                                1.360
simple gates                           24.57
buf+inv                                8.818
compound gates                         34.88
-- per-layer routing --
| layer | part of all wire (%) | global-route usage (%) | routed length, µm |
|---|---|---|---|
| met5 | 0.11 | 0.7652 | 241 |
| met4 | 6.7 | 12.20 | 15280 |
| met3 | 13 | 8.903 | 29870 |
| met2 | 44 | 38.39 | 101800 |
| met1 | 36 | 29.43 | 81730 |
-- layout make-up --
class | instances | area, µm² | area share [%]
timing repair buffer | 1217 | 11820 | 30.33
tap | 2072 | 2592 | 6.651
multi-input combinational | 3353 | 24070 | 61.75
sequential | 24 | 360.3 | 0.9245
inverter | 13 | 48.80 | 0.1252
antenna | 35 | 87.58 | 0.2247
-- per-stage QoR --
stage	power (W)	worst slack [ns]	hold slack (ns)
final	0.0005971	16.31	15.76
after global routing	0.0006208	16.25	15.81
after CTS	0.0005813	16.58	15.76
after detailed placement	0.0005785	16.59	15.76
after global placement	0.0005768	16.64	15.76
after floorplan	0.0002698	20.30	14.66
-- cells in the mapped netlist, types with 5 or more instances --
master     number
dlxtn_1        24
inv_1          10
nor4_1          7
or3_1           9
nand3_1        12
nor3_2         81
clkbuf_1      238
mux2_2         60
a21oi_1       117
o21ai_1       160
buf_6          13
nor2_1         34
nor3_1        265
nand4bb_1       9
and4b_1        14
o221ai_1       90
buf_1          32
and2_1         85
mux2i_1       693
buf_4          51
o211ai_1       13
and4bb_1        5
buf_2         149
a32o_1        339
a22oi_1        89
a31oi_1         8
nand2b_1        5
nor2b_1         6
nand4b_1       11
o21a_1         10
o22ai_1       343
o21ai_2         5
mux4_2          6
o21ai_0        44
nand2_1       733
mux2_1         27
-- final timing paths --
check	start	endpoint	cells past startpoint
worst min-delay path	in[87]	out[427]	4
worst max-delay path	route_in[5]	out[499]	10
-- cell usage in the layout, fill, tap and decap left out, types with 5 or more instances in the layout --
master / netlist / routed
o22ai_1: 343 / 343
nand2b_1: 5 / 5
dlxtn_1: 24 / 24
clkdlybuf4s50_1: 0 / 1063
o21ai_1: 160 / 160
o221ai_1: 90 / 90
mux2_1: 27 / 27
nor2b_1: 6 / 6
and2_1: 85 / 85
nor2_1: 34 / 33
and4b_1: 14 / 13
nor4_1: 7 / 7
nand4bb_1: 9 / 8
nand4b_1: 11 / 11
buf_4: 51 / 152
mux2_2: 60 / 60
nor3_2: 81 / 81
nand2_4: 0 / 6
o21ai_0: 44 / 44
nand3_1: 12 / 12
or3_1: 9 / 9
a22oi_1: 89 / 89
a32o_1: 339 / 339
diode_2: 0 / 35
o21a_4: 0 / 6
mux4_2: 6 / 6
o211ai_1: 13 / 13
nor3_1: 265 / 265
nand2_1: 733 / 727
inv_1: 10 / 10
a21oi_1: 117 / 116
a31oi_1: 8 / 7
mux2i_1: 693 / 693
Power is estimated from default activity; no workload was simulated.
