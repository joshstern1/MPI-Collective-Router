==> /design/flow/design.v <==
`timescale 1ns / 1ns
module route_comp
#(
    parameter cur_x = 0,
    parameter cur_y = 0,
    parameter cur_z = 0,
	 parameter DstPos = 72,
	 parameter DstWidth = 9,
	 parameter Dst_XWidth = 3,
	 parameter ValidBitPos = 81,
	 parameter lg_numprocs = 3
)(
    input clk,
    input rst,
    input flit_valid_in,
    input [FlitChildWidth-1:0] flit_before_RC, 
    input [2 : 0] dir_in,
    output reg [FlitChildWidth-1:0] flit_after_RC,
    output flit_valid_out,
    output reg [2 : 0] dir_out,  
    output eject_enable
);
	 localparam num_procs = 1 << lg_numprocs;
	 localparam FlitWidth = ValidBitPos + 1;
	 localparam ChildrenPos=ValidBitPos+1;
	 localparam ChildrenWidth=lg_numprocs;
	 localparam FlitChildWidth = FlitWidth+ChildrenWidth;
	 localparam XSIZE=4'd4;  
	 localparam YSIZE=4'd4;  
	 localparam ZSIZE=4'd4;   
	 localparam DIR_INJECT=3'd0;
	 localparam DIR_XPOS=3'd1;
	 localparam DIR_YPOS=3'd2;
	 localparam DIR_ZPOS=3'd3;
	 localparam DIR_XNEG=3'd4;
	 localparam DIR_YNEG=3'd5;
	 localparam DIR_ZNEG=3'd6;
	 localparam DIR_EJECT=3'd7;
	 localparam ROUTE_LEN = 3;
	 localparam PORT_NUM = 6;
    wire [Dst_XWidth - 1 : 0] dst_x;
    wire [Dst_XWidth - 1 : 0] dst_y;
    wire [Dst_XWidth - 1 : 0] dst_z;
    reg [ROUTE_LEN - 1:0] dir;
	 assign {dst_z, dst_y, dst_x} = flit_before_RC[DstPos+DstWidth-1:DstPos];
	 wire ejecting = ((flit_valid_in) && (dir == DIR_EJECT));
	 reg ejecting_delay;
	 reg flit_valid_in_reg;
    always@(posedge clk) begin
        ejecting_delay <= ejecting;
    end
    assign eject_enable = ejecting_delay && flit_valid_in_reg;
    always@(posedge clk) begin
        flit_valid_in_reg <= flit_valid_in;
    end
    assign flit_valid_out = flit_valid_in_reg && ~eject_enable;
    always@(posedge clk) begin
        if(rst) begin
            dir_out<=0;
        end
        else if(~ejecting) begin
				flit_after_RC <= flit_before_RC; 
            dir_out<=dir;
        end
        else begin  
            flit_after_RC <= flit_before_RC; 
            dir_out <= DIR_EJECT;
        end
    end
    always@(*) begin
        if(cur_x != dst_x) begin
            if(cur_x > dst_x) begin
                dir = (cur_x - dst_x >= XSIZE/2)? DIR_XPOS : DIR_XNEG;
            end
            else begin
                dir = (dst_x - cur_x <= XSIZE/2)? DIR_XPOS : DIR_XNEG;
            end
        end
        else if(cur_y != dst_y) begin
            if(cur_y > dst_y) begin
                dir = (cur_y - dst_y >= YSIZE/2)? DIR_YPOS : DIR_YNEG;
            end
            else begin
                dir = (dst_y - cur_y <= YSIZE/2)? DIR_YPOS : DIR_YNEG;
            end
        end
        else if(cur_z != dst_z) begin
            if(cur_z > dst_z) begin
                dir = (cur_z - dst_z >= ZSIZE/2)? DIR_ZPOS : DIR_ZNEG;
            end
            else begin
                dir = (dst_z - cur_z <= ZSIZE/2)? DIR_ZPOS : DIR_ZNEG;
            end
        end
        else begin
            dir = DIR_EJECT;
        end
    end
endmodule
==> /design/flow/run.sh <==
#!/bin/bash
# OpenROAD 26Q1-2900-gdf79404cd8, Yosys 0.63+post, stock flow scripts
make -C /OpenROAD-flow-scripts/flow DESIGN_CONFIG=/design/flow/config.mk WORK_HOME=/design/flow/orfs finish
==> /design/flow/config.mk <==
export PLATFORM = sky130hd
export DESIGN_NAME = route_comp
export DESIGN_NICKNAME = route_comp
export VERILOG_FILES = /design/flow/design.v
export SDC_FILE = /design/flow/constraint.sdc
export NUM_CORES = 4
export LEC_CHECK = 1
export CORE_UTILIZATION = 40
==> /design/flow/constraint.sdc <==
current_design route_comp

set clk_period 1.5
set clk_io_pct 0.2

create_clock -name clk0 -period $clk_period [get_ports {clk}]

set non_clock_inputs [all_inputs -no_clocks]
set_input_delay [expr $clk_period * $clk_io_pct] -clock clk0 $non_clock_inputs
set_output_delay [expr $clk_period * $clk_io_pct] -clock clk0 [all_outputs]
==> results_dict.tcl <==
# flow metrics
set metrics [dict create \
    crit_arrival_ps 1160 \
    switching_share 0.176 \
    warnings 30 \
    cts_made_buffers 9 \
    min_path_type "in -> reg" \
    num_vias 1736 \
    p_int_mw 4.38 \
    finalSetupViolations 0 \
    pwr-share-comb 0.117 \
    vdd_ir_drop_max_mv 0.826 \
    drive_gt1_frac 0.0712 \
    switchingPower_uw 937 \
    drc 0 \
    leakage_nw 1.92 \
    final_antenna_net_count 0 \
    cp-start-kind "register" \
    cap_violations 0 \
    portBuffers 177 \
    end_kind "output port" \
    path_buffers 1 \
    pwr-share-clk 0.319 \
    synth_cell_types 18 \
    rows 29 \
    synth_stat.cells 111 \
    hpwl_um 4540 \
    root_buffer "clkbuf_8" \
    tightest_slew_ps 253 \
    grt_pass1_vias 1683 \
    cts_tree "done" \
    grt_overflow 0 \
    critical_path_cell_count 1 \
    critPathMaxFanout 1 \
    p_seq_frac 0.564 \
    chipHeight_um 85.2 \
    design_area_mm2 0.00496 \
    gp_congestion 0.798 \
    synth_cells 111 \
    cts_htree_levels 3 \
    yosysWarnings 1 \
    via_per_inst 4.50 \
    core_mm2 0.00653 \
    required_ps 1200 \
    die_area_mm2 0.00726 \
    clock_sinks 90 \
    finalPower_mw 5.31 \
    worstPathCellList "clkdlybuf4s50_1" \
    grtUsageTotal 0.188 \
    top_register "flit_after_RC" \
    path_class "reg -> out" \
    yosysTopAreaCell "edfxtp_1" \
    dr.pass1.iters 4 \
    crit_path_top_delay_cell "clkdlybuf4s50_1" \
    postSynthSeqShare 0.958 \
    drt_iter0_drc 61 \
    status "finished, final reports clean" \
    lay_top_count "clkdlybuf4s50_1" \
    finalMaxSlewViolations 0 \
    ys_chip_area_mm2 0.00277 \
    area_delta_synth_final_pct 79.2 \
    area_leaders "edfxtp_1, dfxtp_1, nand2_1" \
    antenna_found_initial 0 \
    chipWidth_um 85.2 \
    largest_reg_flops 85 \
    fmax_mhz 684 \
    worst_path_largest_cell_delay_ps 500 \
    path_clk_slew_ps 80 \
    most-common-layout-cells "clkdlybuf4s50_1, edfxtp_1, dlymetal6s2s_1, clkbuf_8" \
    tns_ps 0 \
    top_cell_area_share 0.921 \
    clk_path_buf_depth 2 \
    crit_family "buffers and inverters" \
    placed_area_mm2 0.00470 \
    grt_max_degree 42 \
    ios 181 \
    p_per_area_mw_per_mm2 1070 \
    largestRegisters "flit_after_RC: 85 flops, dir_out: 3 flops" \
    timing.final.crit_share 0.974 \
    hold_viol_final 0 \
    postSynthAreaPerCell_um2 25.0 \
    insertedDiodeCount 0 \
    totalWireLength_um 6040 \
    fp_util 0.424 \
    hold_ws_ps 431 \
    maxSlewHeadroom 0.830 \
    hold_depth 1 \
    rsz0062_at_grt "no" \
    wl_per_cell_um 15.6 \
    period_needed_ps 1460 \
    netlist_area_mm2 0.00277 \
    synth_flops 90 \
    grt_pass1_wl_um 9130 \
]
## path summary, 6_finish.rpt
kind | endpoint | slack (ps) | start
worst max-delay path | flit_after_RC[15] | 40 | flit_after_RC[15]$_DFFE_PN_
worst min-delay path | flit_valid_in_reg$_DFF_P_ | 430 | flit_valid_in
## synth_stat cells (all sizes together)
library cell  instances
edfxtp               85
dfxtp                 5
nand2                 3
nor2                  3
a21oi                 2
a211o                 1
a31oi                 1
and2                  1
inv                   1
nand2b                1
nand3                 1
nor2b                 1
nor3                  1
nor4                  1
o2111ai               1
o21ai                 1
o221ai                1
xnor2                 1
## logic make-up (layout without fill, tap and decap cells)
logic type      after synthesis  count (layout)  synth area share
compound gates                7               7            0.0172
xor+xnor                      1               1           0.00316
buf+inv                       1             199           0.00135
flops                        90              90             0.958
simple gates                 12              12            0.0208
## through the flow
stage	util	setup slack [ps]	instances
6_report	0.760	38.8	386
5_1_grt	0.760	0.398	386
4_1_cts	0.752	1.95	386
3_5_place_dp	0.720	-28.0	370
3_3_place_gp	0.720	-19.4	370
2_1_floorplan	-	-409	111
## power groups by stage
| stage | clock network [mW] | logic (mW) | registers (mW) |
|---|---|---|---|
| after CTS | 1.75 | 0.644 | 3.00 |
| final | 1.70 | 0.619 | 3.00 |
| after global routing | 1.87 | 0.666 | 3.02 |
## layer usage
| layer | routed length (um) | GRT usage |
|---|---|---|
| met5 | 0 | 0 |
| met4 | 51 | 0.0169 |
| met3 | 991 | 0.115 |
| met2 | 2850 | 0.276 |
| met1 | 2150 | 0.278 |
## repair_timing
action                                  4_1_cts  5_1_grt
gates resized                                 3       21
gates cloned                                  0        0
setup buffers                                 0        0
pin swaps                                     1        0
hold buffers                                  0        0
endpoints found under the setup margin        2       21
## final cells by class
type | instances | area, um2
sequential | 90 | 2660
multi-input combinational | 20 | 114
timing repair buffer | 182 | 1880
clock inverter | 6 | 81.3
clock buffer | 10 | 128
fill | 381 | 1570
tap | 77 | 96.3
inverter | 1 | 7.51
No activity file was given, so power comes from the tool's default toggle rates.
