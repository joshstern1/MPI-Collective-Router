File: flow/run.sh
#!/bin/bash
# OpenROAD 26Q1-2900-gdf79404cd8, Yosys 0.63+post, stock flow scripts
make -C /OpenROAD-flow-scripts/flow DESIGN_CONFIG=/design/flow/config.mk WORK_HOME=/design/flow/orfs finish
File: flow/config.mk
export PLATFORM = sky130hd
export DESIGN_NAME = fifo
export DESIGN_NICKNAME = fifo
export VERILOG_FILES = /design/flow/design.v
export SDC_FILE = /design/flow/constraint.sdc
export NUM_CORES = 4
export LEC_CHECK = 1
export CORE_UTILIZATION = 50
File: flow/constraint.sdc
current_design fifo

set clk_period 57.0
set clk_io_pct 0.2

create_clock -name clk0 -period $clk_period [get_ports {clk}]

set non_clock_inputs [all_inputs -no_clocks]
set_input_delay [expr $clk_period * $clk_io_pct] -clock clk0 $non_clock_inputs
set_output_delay [expr $clk_period * $clk_io_pct] -clock clk0 [all_outputs]
File: flow/design.v
`timescale 1ns / 1ns
module fifo#(
	parameter lg_numprocs = 3,
	parameter PayloadWidth = 32
)
(
	input rst,
	input clk,
	input wr_en,
   input	rd_en,
	input [FlitWidth+ChildrenWidth-1:0] buf_in,              	 
	output reg[FlitWidth+ChildrenWidth-1:0] buf_out,          	 
	output reg buf_empty, 
	output reg buf_full,
	output reg[fifo_lg_size:0] fifo_counter 
);
localparam num_procs = 1 << lg_numprocs;
localparam opPos = PayloadWidth;
localparam opWidth = 4;
localparam AlgTypePos = opPos+opWidth;
localparam AlgTypeWidth = 2;
localparam TagPos=AlgTypePos+AlgTypeWidth;
localparam TagWidth = 8;
localparam ContextIdPos = TagPos+TagWidth;
localparam ContextIdWidth = 8;
localparam RankPos = ContextIdPos + ContextIdWidth;
localparam RankWidth = 9;
localparam Src_XPos = RankPos+RankWidth;
localparam Src_XWidth = 3;
localparam Src_YPos = Src_XPos+Src_XWidth;
localparam Src_YWidth = 3;
localparam Src_ZPos = Src_YPos+Src_YWidth;
localparam Src_ZWidth = 3;
localparam Dst_XPos = Src_ZPos+Src_ZWidth;
localparam Dst_XWidth = 3;
localparam Dst_YPos = Dst_XPos+Dst_XWidth;
localparam Dst_YWidth = 3;
localparam Dst_ZPos = Dst_YPos+Dst_YWidth;
localparam Dst_ZWidth = 3;
localparam SrcPos = Src_XPos;
localparam SrcWidth = Src_XWidth+Src_YWidth+Src_ZWidth;
localparam DstPos = Dst_XPos;
localparam DstWidth = Dst_XWidth+Dst_YWidth+Dst_ZWidth;
localparam ValidBitPos = Dst_ZPos+Dst_ZWidth;
localparam FlitWidth = ValidBitPos + 1;
localparam ChildrenPos=ValidBitPos+1;
localparam ChildrenWidth=lg_numprocs;
localparam WaitPos = ChildrenPos+ChildrenWidth;
localparam WaitWidth = 4;
localparam ExtraWaitPos=WaitPos+WaitWidth;
localparam LeafBitPos=ExtraWaitPos+1;
localparam ReductionTableWidth = LeafBitPos+1;
localparam AdderLatency = 4;
localparam ReductionBitPos=opPos+opWidth-1;
localparam fifo_lg_size = 4;
localparam FifoSize = 1<<fifo_lg_size;
localparam CommTableWidth = (lg_numprocs+2)*DstWidth + lg_numprocs*2+2;
localparam CommTableSize = 4;
localparam lgCommSizePos = lg_numprocs*DstWidth;
localparam CommChildrenPos = lgCommSizePos+lg_numprocs+1;
localparam LocalRankPos = CommChildrenPos + lg_numprocs;
localparam RootPos = LocalRankPos+DstWidth;
localparam NewCommWidth = CommTableWidth+ContextIdWidth;
localparam Scan = 4'b0011;
localparam AlltoAll = 4'b0100;
localparam LargeBcast = 4'b0101;
localparam MediumBcast = 4'b0110;
localparam ShortBcast = 4'b0111;
localparam Scatter = 4'b1000;
localparam LargeAllGather = 4'b1001;
localparam ShortAllGather = 4'b1010;
localparam Gather = 4'b1011;
localparam ShortReduce = 4'b1100;
localparam LargeReduce = 4'b1101;
localparam ShortAllReduce = 4'b1110;
localparam LargeAllReduce = 4'b1111;
reg[fifo_lg_size-1:0]  rd_ptr, wr_ptr;       
reg[FlitWidth+ChildrenWidth-1:0] buf_mem[FifoSize-1:0];
reg [fifo_lg_size:0]i;
reg [fifo_lg_size:0]j;
reg [fifo_lg_size:0]k;
always @(fifo_counter)
begin
   buf_empty = (fifo_counter==0);
   buf_full = (fifo_counter== FifoSize);
end
always @(posedge clk or posedge rst)
begin
   if( rst )
   	fifo_counter <= 0;
   else if( (!buf_full && wr_en) && ( !buf_empty && rd_en ) )
   	fifo_counter <= fifo_counter;
   else if( !buf_full && wr_en )
   	fifo_counter <= (buf_in[31:0]>0)?fifo_counter + 1:fifo_counter;
   else if( !buf_empty && rd_en )
   	fifo_counter <= fifo_counter - 1;
   else
  	fifo_counter <= fifo_counter;
end
always @( posedge clk or posedge rst)
begin
  if(rst)begin
   	 buf_out <= 0;
   end
   else if( rd_en && !buf_empty )begin
     	buf_out <= buf_mem[rd_ptr];
   end
	else if (rd_en && buf_empty)begin
		buf_out <= 0;
	end
   else begin
     	buf_out <= buf_out;
   end
end
always @(posedge clk)
begin
   if( rst ) begin
  for(i=0;i<FifoSize;i=i+1)begin
  	buf_mem[i] <= 0;
  end
  end
   else
   begin
     for(j=0;j<FifoSize;j=j+1)
      begin
   	 if(rd_ptr<wr_ptr)
   	 begin
   		 if((j<rd_ptr) || (j>wr_ptr))
   		 begin
   			 buf_mem[j]<=0;
   		 end
   	 end
      end
      for(k=0;k<FifoSize;k=k+1)
   	 begin
   	   if(wr_ptr<rd_ptr)
   	   begin
   		 if((k<rd_ptr)&&(k>wr_ptr))
   		 begin
   			 buf_mem[k]<=0;
   		 end
   	   end
   	 end
   if( wr_en && !buf_full )
  	buf_mem[ wr_ptr ] <= buf_in;
   else
  	buf_mem[ wr_ptr ] <= buf_mem[ wr_ptr ];
 end
end
always@(posedge clk or posedge rst)
begin
   if( rst )
   begin
  	wr_ptr <= 0;
  	rd_ptr <= 0;
   end
   else
   begin
  	if( !buf_full && wr_en )	wr_ptr <= wr_ptr + 1;
   	 else  wr_ptr <= wr_ptr;
  	if( !buf_empty && rd_en )   rd_ptr <= rd_ptr + 1;
  	else rd_ptr <= rd_ptr;
   end
end
endmodule
==> flow_summary.ini <==
; generated from flow reports
[worst_setup_path]
cp_common_cell = buf_4
arrival_ns = 14.88
cp-start-kind = primary input
setup.worst_path.end_class = flip-flop
cp_max_fo = 37
path_delay_family = buffers and inverters
critPathSlowestCell = clkdlybuf4s50_1
required_ns = 57.39
path_cells = clkdlybuf4s50_1 -> a21boi_4 -> nand2_1 -> nor2_4 -> buf_4 -> or3_4 -> buf_4 -> buf_4
crit_type = primary input to flip-flop
slowest_delay_ns = 0.66
crit_buf_inv = 4

[clock_tree]
h-tree-depth = 4
hold_buffers = 0
clk_pin_slew_ns = 0.06
post_cts_resized = 0
cts_root_buf = clkbuf_16
cts_max_path_buffers = 3
postCtsSetupBuffers = 0
cts_sinks = 1458
clkLatencyLatePin_ns = 0.77
cts_tree = yes
numCtsBuffers = 156

[synthesis]
synthTopCellsByArea = edfxtp_1 (63%), and2_1 (13%), mux4_2 (12%), dfrtp_1 (3.8%), a22o_1 (2.3%)
synth_cell_types = 56
edf_count = 1360
yosys_area_um2 = 65000
syn_avg_cell_area_um2 = 15.7
yosysWarnings = 1
syn_area_um2 = 65000
ys_cells = 4146
async_flop_share_pct = 6.72
top_area_share_pct = 62.8
top_area_cell = edfxtp_1
flop_cell = edfxtp_1
ys_seq_share_pct = 66.6
ys.flops = 1458
synth_cells = 4146

[run_status]
outcome = finished, final reports clean

[layout]
logic_area_um2 = 20000
fillers = 9767
drive_gt1_share_pct = 16.2
seqCellArea_um2 = 43300
area_growth_pct = 13.0
fin_util_pct = 57.3

[floorplanning]
core_um2 = 128000
rows = 131
boundaryPins = 181
fp_util_pct = 50.7
die_h_um = 363
dieArea_um2 = 131000
die_x_um = 363

[final_timing]
hold_violations = 0
tightest_slew_ns = 0.933
drv_slew = 0
rsz0062_at_grt = no
finalSetupTns_ns = 0
finClkSkew_ns = 0.0273
final.setup.worst_slack_ns = 42.51
timing.fmax_ghz = 0.0690
whs_ns = 0.531
period_needed_ns = 14.49
setup_violations = 0
period_used_pct = 25.4
slew_headroom_pct = 37.7

[global_routing]
antenna_found_initial = 5
grtUsageTotal_pct = 28.7
grt_pass1_wl_um = 246000
globalRouteOverflowTotal = 0
grt_max_degree = 92
grt_pass1_vias = 37500

[place]
place_hpwl_um = 92100
place_ws_ns = 41.63
gp_congestion = 0.863
io_buffer_count = 180

[detailed_routing]
drt_iter0_markers = 1925
vias_per_cell = 5.69
dr_total_vias = 34600
first_pass_iters = 5
routed_wl_um = 164000
final_antenna_net_count = 0
route.detailed.drc = 0
wl_per_cell_um = 27.0

[power_and_ir_drop]
irDropWorstVdd_uv = 69.1
p_leak_nw = 27.5
totalPowerFinal_mw = 4.25
powerDensity_nw_per_um2 = 57.9

[worst_hold_path]
hold_path_class = flip-flop to flip-flop

[run]
drv_cap = 0
openroad.warnings = 31
[routing by layer]
metal	track usage (%)	wire length [µm]
met5	0.0740	26
met4	3.55	2430
met3	18.1	24100
met2	40.7	76700
met1	43.3	61000
[layout by cell type (no fill, tap or decap), types with 20 or more instances in the layout]
master	n
dfrtp_1	96
clkdlybuf4s50_1	179
and2_1	1360
clkinv_1	29
a22o_1	170
a21oi_1	22
edfxtp_1	1360
mux4_2	340
o21ai_0	158
clkbuf_16	162
buf_4	106
inv_1	92
nand2_1	20
clkbuf_1	55
o21ai_1	23
[logic make-up after synthesis]
group | synth area share, %
muxes | 11.8
buffers and inverters | 3.01
and+or+nand+nor | 13.7
xor gates and xnor gates | 0.135
adders and majority gates | 0.300
DFF | 66.6
AOI/OAI and AO/OA | 4.41
[flip-flops by register name, summed over array words and instances (netlist names)]
register	cells
wr_ptr	4
rd_ptr	4
buf_mem	1360
buf_out	85
fifo_counter	5
[metrics by stage]
step	cells	cell area, µm²
3_5_place_dp	5797	68500
2_1_floorplan	4146	65000
4_1_cts	6084	73400
5_1_grt	6084	73400
6_report	6086	73400
3_3_place_gp	5797	68500
[power breakdown]
group	switching, mW	internal (mW)
Sequential	0.122	1.77
Combinational	0.886	0.509
Clock	0.408	0.560
[synth_stat cells (all sizes together), types with 2 or more instances]
| cell type | instances |
|---|---|
| and2 | 1360 |
| edfxtp | 1360 |
| mux4 | 340 |
| clkbuf | 267 |
| o21ai | 190 |
| a22o | 170 |
| buf | 101 |
| dfrtp | 98 |
| inv | 94 |
| nor2 | 35 |
| a21oi | 22 |
| nand2 | 21 |
| ha | 14 |
| nor4 | 11 |
| a211oi | 8 |
| xnor2 | 8 |
| a21boi | 3 |
| a21o | 3 |
| a221oi | 3 |
| a31oi | 3 |
| nand4 | 3 |
| nor3 | 3 |
| clkinv | 2 |
| o2111ai | 2 |
| or2 | 2 |
| or3 | 2 |
| or4 | 2 |
| xor2 | 2 |
[worst reg2reg max path, delay by kind of cell, from the launching register on]
kind	cells	cell delay, ns
compound gates	2	0.49
buf+inv	4	2.18
flops	1	0.60
simple gates	1	0.88
[path summary, 6_finish.rpt]
check | start | endpoint | slack, ns | cells after the start
worst max-delay path | wr_en | buf_mem[0][66] | 42.51 | 8
worst min-delay path | buf_out[25] | buf_out[25] | 0.53 | 2
worst max register to register | rd_ptr[3] | buf_mem[14][2] | 52.44 | 7
worst min register to register | buf_out[25] | buf_out[25] | 0.53 | 2
max in group asynchronous | rst | buf_out[63] | 44.87 | 4
min in group asynchronous | rst | rd_ptr[1] | 11.15 | 3
[final cells by class]
cell class | count | share of cell area, %
antenna | 2 | 0.00682
clock buffer | 229 | 6.03
clock inverter | 58 | 0.593
inverter | 96 | 0.498
multi-input combinational | 2224 | 27.3
sequential | 1458 | 59.0
tap | 1729 | 2.95
timing repair buffer | 290 | 3.66
