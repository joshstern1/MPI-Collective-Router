## ./run.sh

```bash
#!/bin/bash
# OpenROAD 26Q1-2900-gdf79404cd8, Yosys 0.63+post, stock flow scripts
make -C /OpenROAD-flow-scripts/flow DESIGN_CONFIG=/design/flow/config.mk WORK_HOME=/design/flow/orfs finish
```

## ./design.v

```verilog
`timescale 1ns / 1ns
module internode_link
#(
    parameter DELAY = 100,
	 parameter FLIT_SIZE = 82
)
(
    input rst,
    input clk,
    input tx_par_data_valid,
    input [FLIT_SIZE - 1 : 0] tx_par_data,
    output [FLIT_SIZE -1 : 0] tx_ser_data,
    output tx_ready,
    output [FLIT_SIZE - 1 : 0] rx_par_data,
    output rx_par_data_valid,
    input [FLIT_SIZE - 1 : 0] rx_ser_data,
    output rx_ready
);
    reg [FLIT_SIZE - 1 : 0] shift_reg_tx[DELAY / 2 - 1 : 0]; 
    reg [FLIT_SIZE - 1 : 0] shift_reg_rx[DELAY / 2 - 1 : 0]; 
    assign tx_ready=1;
    assign rx_ready=1; 
    integer i=0;
    always@(posedge clk) begin
        if(rst) begin
            for(i = 0; i < DELAY / 2; i = i + 1) begin
                shift_reg_tx[i] <= 0;
            end
        end
        else begin
            shift_reg_tx[0] <= {tx_par_data_valid, tx_par_data};
            for(i = 0; i < DELAY / 2 - 1; i = i + 1) begin
                shift_reg_tx[i + 1] <= shift_reg_tx[i];
            end
        end
    end
    assign tx_ser_data = shift_reg_tx[DELAY / 2 - 1];
    always@(posedge clk) begin
        if(rst) begin
            for(i = 0;i < DELAY / 2; i = i + 1) begin
                shift_reg_rx[i] <= 0;
            end
        end
        else begin
            shift_reg_rx[DELAY / 2 - 1] <= rx_ser_data;
            for(i = DELAY / 2 - 2; i >= 0; i = i - 1) begin
                shift_reg_rx[i]<=shift_reg_rx[i + 1];
            end
        end
    end
    assign rx_par_data = shift_reg_rx[0][FLIT_SIZE - 1 : 0];
    assign rx_par_data_valid = rx_par_data[FLIT_SIZE-1];
endmodule
```

## ./config.mk

```make
export PLATFORM = sky130hd
export DESIGN_NAME = internode_link
export DESIGN_NICKNAME = internode_link
export VERILOG_FILES = /design/flow/design.v
export SDC_FILE = /design/flow/constraint.sdc
export NUM_CORES = 4
export LEC_CHECK = 1
export CORE_UTILIZATION = 50
```

## ./constraint.sdc

```tcl
current_design internode_link

set clk_period 1.0
set clk_io_pct 0.2

create_clock -name clk0 -period $clk_period [get_ports {clk}]

set non_clock_inputs [all_inputs -no_clocks]
set_input_delay [expr $clk_period * $clk_io_pct] -clock clk0 $non_clock_inputs
set_output_delay [expr $clk_period * $clk_io_pct] -clock clk0 [all_outputs]
```

==> run summary <==
run results: max-cap violations 0, Worst setup SP type register, largest net degree at the start of global routing 100, Worst path depth 1, design internal power roughly 500,000 uW, MUX area fraction 0%, library cells used by synthesis 7, Post-DP HPWL 117,000 um, Yosys chip area around 0.22 mm2, Achievable Freq 609 MHz, row count 244, highest fanout seen on the critical path 1, WP data required about 0.8 ns, Top delay family on crit path flip-flops, Hold Crit Class input port to register, 1st-iter DRT viols 2,764, FA/HA/MAJ Cells, Area Fraction 0%, post-DR vias/cell 3.84, Inserted Clock Buffers 764, critical path's largest stage delay 0.33 ns, Post-Layout Inst Area ~0.26 mm2, OpenROAD warning count 31, synth warn 3, clock latency (worst-skew pair) approximately 1.0 ns, Reg2Reg Depth 1, Slowest-stage cell, CP dfxtp_2, Synth Area in Compound Gates 0%, share of power burned in registers 52.9%, CTS max path bufs 4, Worst Setup Path Type register to primary output, share of cells above drive strength 1 9.85%, RSZ-0062 raised after global routing true, Setup WS pre-CTS -0.570 ns, core box area 0.443 mm2, Final Routed Wirelength roughly 220,000 um, fin cells between 20,000 and 25,000, # setup viols final 189, Final Skew 0.0236 ns, count of input and output buffers 330, Largest logic family simple AND/OR/NAND/NOR gates, and+or+nand+nor area frac 24.6%, Overflow after GRT 0, Mapped Area roughly 0.22 mm2, Die Y 670 um, number of H-tree levels 6, Final Hold Violation Tally 0, Total Neg Setup Slack -98.82 ns, Final ANT Viol Nets 0, CTS tree done, leakage power 0.115 uW, Seq/Total Area, Yosys between 70% and 80%, DIE AREA 0.449 mm2, max-slew violation count 0, Avg WL per Cell a little over 9 um, crit path cell chain buf_2, XOR/XNOR Area Share 0%, # placed instances 23,094, first-pass GRT wire length roughly 400,000 um, Period minus WS final around 1.6 ns, WP buf/inv 1, most frequent cells in the layout dfxtp_1, nor2b_1, and2b_1, clkbuf_16, buf_4, Clock power frac about 46%, number of global-route vias before repair approximately 88,000, area post-placement around 0.24 mm2, violated checks setup timing, Avg Inst Size Synth 12.9 um2, Worst-path clk slew 0.06 ns, Ports roughly 330, CTS Sinks between 8,000 and 9,000, DR vias between 90,000 and 100k, synthesis-to-finish area growth 17.3%, most numerous logic cell after layout dfxtp_1, Synth flops approximately 8,000, Tcrit/Tclk final 164%, pwr/cell area 2370 mW/mm2, switching power between 100,000 and 150,000 uW, cell count listed in synth_stat.txt 17,315, Worst Hold Path Cells 5, initial antenna violation count 4, nature of the critical path endpoint primary output, Total GRT Usage 10.6%, First-pass DRT Iterations 4, DIE WIDTH between 600 and 700 um, fp_density 50.4%, Comb pwr share 1.6%, outcome complete, but fails checks, VDD IR max 1.67 mV, worst setup slack after layout -0.641 ns, GP Congestion 0.711, critical path arrival 1.44 ns, CTS root buffer clkbuf_16, Hold WS 0.0854 ns, DRC Markers 0, Switching Fraction 18.9%, cell count after synthesis 17,315
## routing by layer
metal	vias to the layer above	share of wire, %	track usage, %
met4	0	3.7	3.68
met2	1187	39	14.9
met1	39072	53	17.3
met3	682	4.6	2.23
met5	-	0	0
li1	53814	-	-
## path summary, 6_finish.rpt
| path | from | to | slack [ns] |
|---|---|---|---|
| max | shift_reg_rx[0][57] | rx_par_data[57] | -0.64 |
| min | rst | shift_reg_tx[13][11] | 0.09 |
| max reg2reg | shift_reg_tx[18][6] | shift_reg_tx[19][6] | 0.25 |
| min reg2reg | shift_reg_tx[28][69] | shift_reg_tx[29][69] | 0.41 |
## layout make-up
class | count | area, um2
fillers | 34712 | 181000
well taps | 5904 | 7390
repair buffers | 975 | 9810
multi-input cells | 8202 | 54900
clock buffers | 1182 | 23300
diodes | 1 | 2.50
clock inverters | 200 | 2200
flip-flops and latches | 8200 | 164000
## power by group through the flow
| stage | Combinational, uW | Sequential (uW) | Clock, uW |
|---|---|---|---|
| 4_1_cts | 10100 | 328000 | 292000 |
| 5_1_grt | 10800 | 328000 | 306000 |
| 6_report | 9720 | 328000 | 282000 |
## per-stage QoR
step | total power, uW | util, %
after floorplan | 341000 | -
after global placement | 344000 | 53.1
after detailed placement | 345000 | 53.1
after CTS | 630000 | 59.1
after global routing | 644000 | 59.1
final | 620000 | 59.1
## state kept, by name, indices dropped and copies added, names as in the netlist
| name | flops |
|---|---|
| shift_reg_tx | 4100 |
| shift_reg_rx | 4100 |
## repair_timing
item                                   in CTS  in global routing
setup endpoints to repair                 165               1590
setup buffers                               0                  0
hold buffers                                3                  1
gates resized                             511                 18
endpoints found under the hold margin    2033                  1
## cell usage after synthesis
| library cell | instances | area [um2] |
|---|---|---|
| conb_1 | 1 | 3.75 |
| nor2b_1 | 5320 | 33300 |
| buf_6 | 89 | 1000 |
| dfxtp_1 | 8200 | 164000 |
| buf_4 | 3 | 22.5 |
| and2b_1 | 2880 | 21600 |
| clkbuf_1 | 822 | 3090 |
## logic make-up (layout without fill, tap and decap cells)
| logic type | Yosys count | after routing |
|---|---|---|
| other cells | 1 | 3 |
| flops | 8200 | 8200 |
| simple gates | 8200 | 8200 |
| buf+inv | 914 | 2357 |
Power is estimated from default activity; no workload was simulated.
